**design/flow/design.v**
```verilog
module add_porch 
    #(
        parameter TOTAL_COLS  = 800,
        parameter TOTAL_ROWS  = 525,
        parameter DISP_COLS = 640,
        parameter DISP_ROWS = 480
    ) 
    (
        input h_sync_without_porch,
        input v_sync_without_porch,
        output reg h_sync_with_porch,
        output reg v_sync_with_porch,
        input clk
    );
    parameter V_FRONT_PORCH = 37;
    parameter V_BACK_PORCH  = 23;
    parameter H_FRONT_PORCH = 56;
    parameter H_BACK_PORCH  = 64;
    wire temp_h_sync;
    wire temp_v_sync;
    wire [11:0] col_counter;
    wire [11:0] row_counter;
    Sync_To_Count #(
            .TOTAL_COLS(TOTAL_COLS),
            .TOTAL_ROWS(TOTAL_ROWS)
        ) inst_Sync_To_Count (
            .i_Clk       (clk),
            .i_HSync     (h_sync_without_porch),
            .i_VSync     (v_sync_without_porch),
            .o_HSync     (temp_h_sync),
            .o_VSync     (temp_v_sync),
            .o_Col_Count (col_counter),
            .o_Row_Count (row_counter)
        );
    always @(posedge clk) begin
        if ( (col_counter < DISP_COLS + H_FRONT_PORCH) || 
             (col_counter > (TOTAL_COLS - H_BACK_PORCH - 1) )) begin
            h_sync_with_porch <= 1;
        end
        else begin
            h_sync_with_porch <= temp_h_sync;
        end
        if ( (row_counter < DISP_ROWS + V_FRONT_PORCH) || 
             (row_counter > (TOTAL_ROWS - V_BACK_PORCH - 1) )) begin
            v_sync_with_porch <= 1;
        end
        else begin
            v_sync_with_porch <= temp_v_sync;
        end
    end 
endmodule
module Sync_To_Count 
 #(parameter TOTAL_COLS = 1040,
   parameter TOTAL_ROWS = 666)
  (input            i_Clk,
   input            i_HSync,
   input            i_VSync, 
   output reg       o_HSync,
   output reg       o_VSync,
   output reg [11:0] o_Col_Count,
   output reg [11:0] o_Row_Count);
    wire w_Frame_Start;
    always @(posedge i_Clk) begin
        o_VSync <= i_VSync;
        o_HSync <= i_HSync;
    end
    always @(posedge i_Clk) begin
        if (w_Frame_Start == 1'b1) begin
            o_Col_Count <= 0;
            o_Row_Count <= 0;
        end
        else begin
            if (o_Col_Count == TOTAL_COLS-1) begin
                if (o_Row_Count == TOTAL_ROWS-1) begin
                    o_Row_Count <= 0;
                end
                else begin
                    o_Row_Count <= o_Row_Count + 1;
                end
                o_Col_Count <= 0;
            end
            else begin
                o_Col_Count <= o_Col_Count + 1;
            end
        end
    end
    assign w_Frame_Start = (~o_VSync & i_VSync);
endmodule
```
**design/flow/run.sh**
```bash
#!/bin/bash
# OpenROAD 26Q1-2900-gdf79404cd8, Yosys 0.63+post, stock flow scripts
make -C /OpenROAD-flow-scripts/flow DESIGN_CONFIG=/design/flow/config.mk WORK_HOME=/design/flow/orfs finish
```
**design/flow/config.mk**
```make
export PLATFORM = sky130hd
export DESIGN_NAME = add_porch
export DESIGN_NICKNAME = add_porch
export VERILOG_FILES = /design/flow/design.v
export SDC_FILE = /design/flow/constraint.sdc
export NUM_CORES = 4
export LEC_CHECK = 1
export CORE_AREA = 10 10 98 98
export DIE_AREA = 0 0 108 108
```
**design/flow/constraint.sdc**
```tcl
current_design add_porch

set clk_period 4.3
set clk_io_pct 0.2

create_clock -name clk0 -period $clk_period [get_ports {clk}]

set non_clock_inputs [all_inputs -no_clocks]
set_input_delay [expr $clk_period * $clk_io_pct] -clock clk0 $non_clock_inputs
set_output_delay [expr $clk_period * $clk_io_pct] -clock clk0 [all_outputs]
```
==> results.txt <==
run results: R2R depth=5, CP max stage cell=clkdlybuf4s50_1, crit start category=register, register bit total from synthesis=16, flop-to-flop setup slack=2.93 ns, hold endpoint=inst_Sync_To_Count.o_Col_Count[0], CTS tree=yes, FP Core Util=0.0867, vias in the first global route=422, crit path capture type=output pin, Max VDD drop=115 uV, Worst Setup Path Type=register to output pin, setup slack after layout=2.40 ns, Final min period=1.90 ns, CP bufs+invs=1, count of input and output buffers=4, maximum clock path buffer count=2, Yosys cell types=23, DP HPWL=922 um, Die Ht=108 um, final max-slew violation count=0, switching share of power=0.233, GRT Residual Overflow=0, ratio of cells with drive above 1 in the final layout=0.0779, die width=108 um, initial antenna violation count=0, Chip Area, Yosys=663 sq um, Avg WL per Cell=6.87 um, Max Cap Viol=0, Hold-fix buffers, CTS=0, die area=11700 sq um, Worst path top cell family by delay=buffers and inverters, routed vias=480, # rows=32, CORE AREA=7650 sq um, Worst Path Max Fanout=1, Iteration-0 DRC Markers=14, WHS Path Cells=1, CP max stage delay=0.48 ns, DRT Pass-1 Iters=4, combinational share of power=0.084, gp weighted congestion=0.799, synth warn=2, Switch Pwr=0.0000790 W, hold wc startpoint=inst_Sync_To_Count.o_Col_Count[0], Leakage=0.271 nW, OpenROAD warnings=25, WL final=1.23 mm, area growth from synthesis to layout=31.1%, # DRC=0, Setup violations, final=0, remaining antenna violation count=0, Internal=0.000260 W, mean post-synth cell area=9.34 sq um, Latency at later pin=0.24 ns, clock transition at the registers of the reported paths=0.06 ns, crit path DAT=1.04 ns, pwr dens=390 nW/um^2, Clock Root Buffer=clkbuf_8, clock sink count=16, Num CTS Buffers=3, CP required=3.44 ns, DP Worst Slack=2.46 ns, crit path launch=h_sync_with_porch, HP Class=register to register, worst clock skew=0.00204 ns, Final period util=0.442, Setup Fix Bufs, Post-CTS=0, RSZ-0062 raised after global routing=false, # Cells Yosys=71, global-route wire length before repair=1.92 mm, largest net degree at the start of global routing=10, final hold violation count=0, Commonest Layout Cell=dfxtp_1, CTS resizes=0, Tot GR Track Use=0.0203, Max Clock Freq=0.526 GHz, worst path cell trace=clkdlybuf4s50_1, Reg-to-Reg Start=inst_Sync_To_Count.o_Col_Count[0], outcome=finished clean, diode count=0, most numerous logic cells after layout=dfxtp_1 (16), nor2_1 (13), xnor2_1 (8), synthesized area=663 sq um, I/O pin cnt=5, register share after synthesis=0.483, H-tree Lvls=1, reg2reg end=inst_Sync_To_Count.o_Col_Count[10], part of the power in registers=0.526, clock network power share=0.390, Syn Inst Count=71, Avg Vias per Cell=2.68, TNS Setup=0 ns
## Yosys cell counts
cell | count | share of area
dfxtp_1 | 16 | 0.48
nor2_1 | 13 | 0.074
xnor2_1 | 8 | 0.11
nand3_1 | 6 | 0.045
nand2_1 | 5 | 0.028
inv_1 | 2 | 0.011
nand4_1 | 2 | 0.019
nor3_1 | 2 | 0.015
nor4_1 | 2 | 0.019
xor2_1 | 2 | 0.026
a21oi_1 | 1 | 0.0075
and3_1 | 1 | 0.0094
and4_1 | 1 | 0.013
and4bb_4 | 1 | 0.025
buf_2 | 1 | 0.0075
buf_6 | 1 | 0.017
conb_1 | 1 | 0.0057
ha_1 | 1 | 0.019
nand2b_1 | 1 | 0.0094
nor2b_1 | 1 | 0.0094
nor3_4 | 1 | 0.025
nor4b_1 | 1 | 0.013
o32ai_1 | 1 | 0.013
## state kept, by name, indices dropped and copies added (netlist names)
signal and flops:
h_sync_with_porch 1, inst_Sync_To_Count.o_Col_Count 12, inst_Sync_To_Count.o_HSync 1, inst_Sync_To_Count.o_VSync 1, v_sync_with_porch 1
## per-layer routing
layer	track usage	wire, um	vias up
met5	0	0	-
met4	0.00859	45	0
met3	0.00602	50	2
met2	0.0345	594	11
met1	0.0231	539	215
li1	-	-	252
## cell type report
cell class | count | area [sq um]
fill | 858 | 6780
tap | 102 | 128
inverter | 2 | 7.51
clock buffer | 4 | 55.1
multi-input combinational | 51 | 319
timing repair buffer | 4 | 40.0
sequential | 16 | 320
## through the flow
step	hold slack [ns]	utilization	area, sq um	total power [W]	instances
floorplan	0.418	-	663	0.000201	71
CTS	0.455	0.114	870	0.000346	179
global placement	0.446	0.107	815	0.000210	175
finish	0.454	0.114	870	0.000339	179
detailed placement	0.440	0.107	815	0.000210	175
global route	0.502	0.114	870	0.000360	179
## logic make-up after synthesis
logic type / count (synthesis) / synth area share
and+or+nand+nor: 37 / 0.304
DFF: 16 / 0.483
xor gates and xnor gates: 10 / 0.132
buffers and inverters: 4 / 0.0358
AOI/OAI and AO/OA: 2 / 0.0207
adders and majority gates: 1 / 0.0189
other: 1 / 0.00565
## worst max-delay path by stage
stage                          endpoint  slack, ns  cells past startpoint
after CTS             h_sync_with_porch       2.37                      1
after global routing  h_sync_with_porch       2.36                      1
final                 h_sync_with_porch       2.40                      1
## power by group through the flow
stage                 Sequential [W]  Clock, W  Combinational, W
after CTS                   0.000178  0.000139         0.0000291
final                       0.000178  0.000132         0.0000286
after global routing        0.000181  0.000147         0.0000325
Power is estimated from default activity; no workload was simulated.

==> flow/design.v <==
module draw_paddle
    #(
        parameter PADDLE_COLOR = 8'b11111111,  
        parameter PADDLE_CENTER_COL = 15,
        parameter PADDLE_HEIGHT     = 44,
        parameter PADDLE_WIDTH      = 14
    )
    (
        input move_up_control,
        input move_down_control,
        input [11:0] paddle_center_row,
        input [11:0] col_counter,
        input [11:0] row_counter,
        output [7:0] paddle_rgb,
        input clk
    );
    draw_rectangle #(
            .RECT_COLOR(PADDLE_COLOR)
        ) inst_draw_rectangle (
            .col_counter  (col_counter),
            .row_counter  (row_counter),
            .top_bound    (paddle_center_row - (PADDLE_HEIGHT / 2)),
            .bottom_bound (paddle_center_row + (PADDLE_HEIGHT / 2)),
            .left_bound   (PADDLE_CENTER_COL -  (PADDLE_WIDTH / 2)),
            .right_bound  (PADDLE_CENTER_COL +  (PADDLE_WIDTH / 2)),
            .rgb          (paddle_rgb),
            .clk          (clk)
        );
endmodule
module draw_rectangle
    #(
        parameter RECT_COLOR = 8'b11111111  
    )
    (
        input [11:0] col_counter,
        input [11:0] row_counter,
        input [11:0] top_bound,
        input [11:0] bottom_bound,
        input [11:0] left_bound,
        input [11:0] right_bound,
        output reg [7:0] rgb,
        input clk
    );
    always @(posedge clk) begin
        if (((left_bound < col_counter) && (col_counter < right_bound)) &&
             ((top_bound < row_counter) && (row_counter < bottom_bound)))
            rgb = RECT_COLOR;
        else
            rgb = 0;
    end
endmodule
==> flow/run.sh <==
#!/bin/bash
# OpenROAD 26Q1-2900-gdf79404cd8, Yosys 0.63+post, stock flow scripts
make -C /OpenROAD-flow-scripts/flow DESIGN_CONFIG=/design/flow/config.mk WORK_HOME=/design/flow/orfs finish
==> flow/config.mk <==
export PLATFORM = sky130hd
export DESIGN_NAME = draw_paddle
export DESIGN_NICKNAME = draw_paddle
export VERILOG_FILES = /design/flow/design.v
export SDC_FILE = /design/flow/constraint.sdc
export NUM_CORES = 4
export LEC_CHECK = 1
export CORE_AREA = 10 10 86 86
export DIE_AREA = 0 0 96 96
==> flow/constraint.sdc <==
current_design draw_paddle

set clk_period 2.5
set clk_io_pct 0.2

create_clock -name clk0 -period $clk_period [get_ports {clk}]

set non_clock_inputs [all_inputs -no_clocks]
set_input_delay [expr $clk_period * $clk_io_pct] -clock clk0 $non_clock_inputs
set_output_delay [expr $clk_period * $clk_io_pct] -clock clk0 [all_outputs]
==> out/qor.yml <==
run_status:
  status: "complete, but fails checks"
  violations: "setup timing"
setup_path:
  worst_ep_arrival_time_ns: 2.52
  cpMaxStageDelayCell: "clkdlybuf4s50_1"
  critPathLaunchType: "primary input"
  worst-path-buf-inv: 2
  critPathMaxStageDelay_ns: 0.47
  endpoint_kind: "register"
  critPathTopFamily: "simple AND/OR/NAND/NOR gates"
  cp-startpoint: "paddle_center_row[7]"
  worstSetupPathType: "primary input to register"
  crit_fanout: 4
  critPathRequiredTime_ns: 2.40
  path_cells: "clkdlybuf4s50_1 -> buf_4 -> nor4_4 -> xor2_1 -> ha_1 -> nand4_1 -> nor2_1 -> a22o_1 -> nor4_2"
synth:
  yosysWarnings: 5
  synth.cell_area_um2: 967.2
  top_cells_by_area: "ha_1 31%, xor2_1 8.2%, xnor2_1 6.3%"
  aoi_share_pct: 14.36
  synth_chip_area_um2: 967.2
  synth.most_common_cell: "ha_1"
  mux_share_pct: 0
  yosys.area.top_type: "ha_1"
  avgSynthCellArea_um2: 7.112
  seq_area_frac_synth_pct: 2.070
  edf_count: 0
  yosys_cells: 136
  ys_sh_simple_pct: 25.74
  async_flop_share_pct: 0
  synth_cell_types: 29
  synthCells: 136
  flop_cell: "dfxtp_1"
  synth.top_cell.area_share_pct: 31.05
  xor_share_pct: 14.49
  ys_top_cells_by_count: "24 x ha_1, 14 x nand2_1, 13 x inv_1"
  ys.flops: 1
  top_logic_kind: "adder cells"
  fa_ha_area_share_pct: 31.05
floorplan:
  dieArea_um2: 9216
  initCoreUtil_pct: 17.46
  core_um2: 5540
  fp.dieW_um: 96
  die_h_um: 96
  ios: 47
  row_count: 27
power:
  p_sw_uw: 113.0
  power.share.clock_pct: 0
  worst_ir_drop_vdd_v: 0.00004198
  power_frac_comb_pct: 94.2
  seqPwrFrac_pct: 5.8
  power_density_nw_per_um2: 163.2
  leakagePower_uw: 0.0007687
  p_int_uw: 170.0
  swShare_pct: 39.94
drt:
  drt-initial-drc-count: 31
  drtAntennaViolNets: 0
  n_antenna_cell: 0
  drt_pass1_iterations: 3
  route.vias.total: 1053
  vias_per_cell: 3.886
  routed_wl_um: 2850
  drc: 0
  wl_per_cell_um: 10.52
global_routing:
  track_usage_pct: 6.086
  antenna_found_initial: 0
  overflow: 0
  grt_max_degree: 9
  grt_pass1_vias: 1068
  grt_pass1_wl_um: 4698
worst_hold_path:
  hold_class: "primary input to register"
  hold_start: "col_counter[3]"
  hold_end: "inst_draw_rectangle.rgb[6]"
  hold_depth: 3
run:
  warning_count: 34
  cap_violations: 0
sta:
  tightest_slew_ns: 0.2619
  layout_setup_ws_ns: -0.1169
  fin_crit_ns: 2.617
  hold_viol_final: 0
  drv_slew: 0
  relSlewSlack_pct: 82.36
  fmax_mhz: 382.1
  period_used_pct: 104.7
  tns_ns: -0.1169
  setup_viol: 1
  rsz0062_at_grt: "yes"
finish:
  regArea_um2: 20.02
  post-route-cell-area_um2: 1734
  largest_register_ffs: 1
  logic_area_um2: 902.1
  final_util_pct: 31.30
  drive_gt1_share_pct: 25.63
  area_growth_pct: 79.30
  fillers: 586
placed_design:
  placed_cell_area_um2: 1638
  hpwlAfterDp_um: 2697
  buffer_ports.inserted: 44
  place.gp.congestion: 0.8577
clock_tree:
  path_clk_slew_ns: 0
[placed cells by master, fill, tap and decap left out, drive strengths merged, types with 2 or more instances in the layout]
master | synthesis | final
clkdlybuf4s50 | 0 | 38
nand2b | 3 | 3
nand3 | 2 | 2
nor3 | 5 | 5
nor2 | 10 | 10
nor4 | 4 | 4
dlygate4sd2 | 0 | 3
inv | 13 | 13
buf | 9 | 32
xnor2 | 7 | 7
nand4 | 6 | 6
a21oi | 11 | 11
xor2 | 9 | 9
a211oi | 2 | 2
ha | 24 | 24
o21ai | 6 | 6
nand2 | 14 | 14
o21a | 2 | 2
[worst max-delay path by stage]
stage	depth (start not counted)	to	slack, ns
after CTS	14	inst_draw_rectangle.rgb[6]	-0.14
after global routing	13	inst_draw_rectangle.rgb[6]	-0.29
final	9	inst_draw_rectangle.rgb[6]	-0.12
[power by group through the flow]
stage / Clock (uW) / Sequential, uW / Combinational [uW]
global route: 0 / 16.4 / 301
finish: 0 / 16.3 / 267
CTS: 0 / 16.4 / 265
[per-stage QoR]
stage,power (uW),hold slack [ns],std cells,worst slack (ns)
5_1_grt,317.1,1.288,271,-0.2899
3_5_place_dp,270.1,1.251,269,-0.7232
4_1_cts,281.5,1.265,271,-0.1377
3_3_place_gp,268.3,1.246,269,-0.5959
6_report,283.0,1.234,271,-0.1169
2_1_floorplan,136.5,0.6983,136,0.006358
[tightest hold or removal path: stages]
cell and delay [ns]:
clkdlybuf4s50_1 0.42, a21oi_1 0.20, nor4_2 0.06
[metal layers]
| metal | vias to the layer above | routed length, um | track usage [%] | part of all wire, % |
|---|---|---|---|---|
| met5 | - | 0 | 0 | 0 |
| met1 | 440 | 1212 | 7.552 | 43 |
| met4 | 0 | 21 | 0.4914 | 0.74 |
| li1 | 590 | - | - | - |
| met2 | 21 | 1406 | 11.10 | 49 |
| met3 | 2 | 211 | 1.022 | 7.4 |
[kinds of logic after synthesis]
logic type      count (synthesis)
compound gates                 24
xor+xnor                       16
buf+inv                        24
fa+ha+maj                      24
flops                           1
simple gates                   47
[repair_timing]
| item | 4_1_cts | 5_1_grt |
|---|---|---|
| gates resized | 30 | 6 |
| setup endpoints to repair | 1 | 1 |
| hold buffers | 0 | 0 |
| pin swaps | 15 | 13 |
| setup buffers | 2 | 0 |
[area by class of cell]
cell class / instances / share of cell area (%)
inverters: 13 / 3.102
well taps: 72 / 5.195
flip-flops and latches: 1 / 1.154
repair buffers: 74 / 38.53
multi-input cells: 111 / 52.02
Power figures rest on the tool's default switching activity, not on a simulated workload.

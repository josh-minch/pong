==> design.v <==
module draw_ball
    #(
        parameter BALL_COLOR  = 8'b11111111,  
        parameter BALL_HEIGHT = 8,
        parameter BALL_WIDTH  = 6
    )
    (
        input [11:0] ball_center_row,
        input [11:0] ball_center_col,
        input [11:0] col_counter,
        input [11:0] row_counter,
        output [7:0] ball_rgb,
        input clk
    );
    draw_rectangle #(
            .RECT_COLOR(BALL_COLOR)
        ) inst_draw_rectangle (
            .col_counter  (col_counter),
            .row_counter  (row_counter),
            .top_bound    (ball_center_row - (BALL_HEIGHT/2)),
            .bottom_bound (ball_center_row + (BALL_HEIGHT/2)),
            .left_bound   (ball_center_col - (BALL_WIDTH/2) ),
            .right_bound  (ball_center_col + (BALL_WIDTH/2) ),
            .rgb          (ball_rgb),
            .clk          (clk)
        );
endmodule
module draw_rectangle
    #(
        parameter RECT_COLOR = 8'b11111111  
    )
    (
        input [11:0] col_counter,
        input [11:0] row_counter,
        input [11:0] top_bound,
        input [11:0] bottom_bound,
        input [11:0] left_bound,
        input [11:0] right_bound,
        output reg [7:0] rgb,
        input clk
    );
    always @(posedge clk) begin
        if (((left_bound < col_counter) && (col_counter < right_bound)) &&
             ((top_bound < row_counter) && (row_counter < bottom_bound)))
            rgb = RECT_COLOR;
        else
            rgb = 0;
    end
endmodule
==> run.sh <==
#!/bin/bash
# OpenROAD 26Q1-2900-gdf79404cd8, Yosys 0.63+post, stock flow scripts
make -C /OpenROAD-flow-scripts/flow DESIGN_CONFIG=/design/flow/config.mk WORK_HOME=/design/flow/orfs finish
==> config.mk <==
export PLATFORM = sky130hd
export DESIGN_NAME = draw_ball
export DESIGN_NICKNAME = draw_ball
export VERILOG_FILES = /design/flow/design.v
export SDC_FILE = /design/flow/constraint.sdc
export NUM_CORES = 4
export LEC_CHECK = 1
export CORE_AREA = 10 10 100 100
export DIE_AREA = 0 0 110 110
==> constraint.sdc <==
current_design draw_ball

set clk_period 4.9
set clk_io_pct 0.2

create_clock -name clk0 -period $clk_period [get_ports {clk}]

set non_clock_inputs [all_inputs -no_clocks]
set_input_delay [expr $clk_period * $clk_io_pct] -clock clk0 $non_clock_inputs
set_output_delay [expr $clk_period * $clk_io_pct] -clock clk0 [all_outputs]
==> summary.rpt <==
RUN METRICS
----------------------------------------------------
[Place]
  Placer's final routability congestion estimate ........................ around 0.88
  DP HPWL ........................ 4220 microns
  Number of port buffers ........................ 56
  Post-Place Worst Slack ........................ around 1.1 ns

[Worst hold path]
  Endpoint of the worst hold-timing path ........................ ball_rgb[7]
  Start point of the worst hold path ........................ inst_draw_rectangle.rgb[6]$_DFF_P_
  Hold depth ........................ 1
  Type of the tightest min-delay check ........................ flop to output port

[Drt]
  DR WL/cell ........................ ~12 microns
  Routed Antenna Nets ........................ 0
  Total detailed-routing wirelength ........................ 4570 microns
  Count of routing violations after the opening detailed-route iteration ........................ 20
  Number of vias in the routed layout ........................ between 1500 and 2000
  Antenna cell count ........................ 0
  DRC violation count after routing ........................ 0
  First drt pass iteration count ........................ 4
  Number of vias per cell ........................ 4.32

[Job]
  Total number of warnings across the stage logs ........................ 32
  Number of violations of the max-capacitance limit ........................ 0

[Worst setup path]
  Chain of cells forming the critical path ........................ clkdlybuf4s50_1 -> nor4_1 -> nand2b_1 -> nor3_1 -> nand2_1 -> xnor2_1 -> ha_1 -> a22oi_1 -> nand3_1 -> nor3_1 -> o311ai_0 -> nor4b_2
  Crit path required time ........................ roughly 4.8 ns
  Category of the worst setup path launch point ........................ primary input
  Stage delay of the slowest cell on the critical path ........................ roughly 0.52 ns
  Critical path's most frequent cell ........................ sky130_fd_sc_hd__nor3_1
  Critical Path End Type ........................ flop
  CP startpoint ........................ ball_center_row[7]
  WP data arrival ........................ approximately 3.8 ns
  Critical Setup Path Class ........................ primary input to flop
  Cell with the largest stage delay on the worst path ........................ sky130_fd_sc_hd__clkdlybuf4s50_1
  Crit Path Max Fanout ........................ 5

[Timing]
  Worst slew slack as a fraction of its limit ........................ between 60 and 70%
  Worst Setup Slack, final ........................ 1.06 ns
  Actual slew at the worst max-slew pin ........................ around 0.46 ns
  Setup repair after global routing missed its margin ........................ no
  Fmax ........................ about 0.26 GHz
  Number of hold violations in the final report ........................ 0
  Number of slew-limit violations in the final report ........................ 0
  Final Setup Violations ........................ 0
  Sum of negative setup slack ........................ 0 ns
  Final clock period utilization by the worst path ........................ 78.3%
  Minimum clock period after layout ........................ around 3.8 ns

[Yosys]
  Count of synthesis-stage warnings from yosys ........................ 5
  Number of cells in Yosys stat ........................ 240
  Post-synth EDFFs ........................ 0
  Flop and latch count out of synthesis ........................ 1
  Predominant post-synthesis flop cell ........................ sky130_fd_sc_hd__dfxtp_1
  Synth area leader ........................ sky130_fd_sc_hd__ha_1
  FFs w/ async S/R, synth ........................ 0%
  Largest cells by area after synthesis ........................ sky130_fd_sc_hd__ha_1, sky130_fd_sc_hd__xor2_1, sky130_fd_sc_hd__xnor2_1, sky130_fd_sc_hd__inv_1, sky130_fd_sc_hd__a21oi_1
  Post-synth top area share ........................ about 34%
  Top-count cell post-synth ........................ sky130_fd_sc_hd__ha_1
  Seq/Total Area, Yosys ........................ roughly 1.1%
  Area of the synthesized netlist per yosys stat ........................ 1750 sq um
  Unique cell type count in the Yosys netlist ........................ 32
  Syn Area/Cell ........................ about 7.3 sq um
  Most frequent cells after synthesis ........................ sky130_fd_sc_hd__ha_1, sky130_fd_sc_hd__inv_1, sky130_fd_sc_hd__xor2_1
  Cell area after synthesis ........................ approximately 1800 sq um
  Count of mapped cells out of synthesis ........................ approximately 240

[Die]
  Height of the die ........................ between 100 and 150 microns
  Width of the chip ........................ between 100 and 150 microns
  Chip area ........................ 12100 sq um
  Floorplan row count ........................ 32
  Initial Util ........................ ~22%
  Number of top-level pins ........................ between 50 and 60
  Standard cell core area ........................ around 7800 sq um

[Clocking]
  Post-cts repair resize count ........................ 0
  Clock edge transition at the registers on the reported setup and hold paths ........................ 0 ns
  Post CTS Setup Buffer Count ........................ 0
  Post-CTS Hold Buffers ........................ 0

[Finish]
  Area added between synthesis and finish ........................ 34.0%
  Layout filler cell count ........................ 852
  Flip-flop count of the largest register, all copies and words added ........................ 1
  Fraction of layout instances using a drive strength above 1 ........................ less than 1%

[Global routing]
  First-pass GRT wire length ........................ 7740 microns
  Total congestion overflow ........................ 0
  Total GRT Usage ........................ under 10%
  Number of global-route vias before repair ........................ between 1500 and 2000
  Pin count of the biggest net entering global routing ........................ 10
  Antenna violations before repair ........................ 0

[Run status]
  Status ........................ completed

[Power]
  Leakage power figure ........................ ~1.1 nW
  Maximum VDD drop ........................ ~0.032 mV
  Power density over cell area ........................ about 84 nW/um^2

----------------------------------------------------
[worst max-delay path by stage]
stage,endpoint,slack [ns],cells after the start
6_report,inst_draw_rectangle.rgb[6]$_DFF_P_,1.06,12
4_1_cts,inst_draw_rectangle.rgb[6]$_DFF_P_,1.06,12
5_1_grt,inst_draw_rectangle.rgb[6]$_DFF_P_,0.84,12
[logic make-up (layout without fill, tap and decap cells)]
kind of cell | Yosys count | after routing | synth area share, %
simple gates | 75 | 75 | 21.7
fa+ha+maj | 48 | 48 | 34.3
buf+inv | 43 | 84 | 11.3
compound gates | 37 | 37 | 13.6
xor+xnor | 36 | 36 | 18.0
flops | 1 | 1 | 1.14
[cell usage in the layout (no fill, tap or decap), types with 2 or more instances in the layout]
master                             n
sky130_fd_sc_hd__o21a_1            2
sky130_fd_sc_hd__a21o_1            5
sky130_fd_sc_hd__nor2_1           13
sky130_fd_sc_hd__xnor2_1          15
sky130_fd_sc_hd__inv_1            28
sky130_fd_sc_hd__nand2b_1          3
sky130_fd_sc_hd__nand4_1          10
sky130_fd_sc_hd__o22ai_1           2
sky130_fd_sc_hd__clkdlybuf4s50_1  56
sky130_fd_sc_hd__xor2_1           21
sky130_fd_sc_hd__nor4_1            6
sky130_fd_sc_hd__nand3_1          12
sky130_fd_sc_hd__and3_1            2
sky130_fd_sc_hd__a21oi_1          16
sky130_fd_sc_hd__o21ai_0           4
sky130_fd_sc_hd__a211o_1           2
sky130_fd_sc_hd__a22oi_1           2
sky130_fd_sc_hd__nand2_1          18
sky130_fd_sc_hd__nor3_1            8
sky130_fd_sc_hd__ha_1             48
[routing by layer]
layer | global-route usage, % | wire (microns)
met4 | 0.558 | 35
met3 | 1.23 | 228
met1 | 10.5 | 2240
met2 | 12.8 | 2070
met5 | 0 | 0
[report_power, final]
group	switching (W)	total, W	internal [W]
clock	0	0	0
combinational	0.0000846	0.000187	0.000102
sequential	0.00000175	0.0000110	0.00000924
[final cells by class]
cell class | instances | area [sq um] | share of cell area (%)
Timing Repair Buffer | 56 | 561 | 23.9
Inverter | 28 | 105 | 4.48
Multi-Input combinational cell | 196 | 1530 | 65.3
Sequential cell | 1 | 20.0 | 0.853
Tap cell | 102 | 128 | 5.44
[worst max-delay path: cells and delay by family]
kind / cells / cell delay [ns]
compound gates: 2 / 0.35
fa+ha+maj: 1 / 0.29
buf+inv: 1 / 0.52
simple gates: 7 / 1.39
xor+xnor: 1 / 0.19
[metrics by stage]
step,instances,total power (W),hold WS (ns),instance area (sq um),utilization [%]
global route,383,0.000224,1.80,2350,30.0
CTS,383,0.000200,1.79,2350,30.0
global placement,383,0.000197,1.79,2350,30.0
floorplan,240,0.000122,1.30,1750,-
detailed placement,383,0.000199,1.79,2350,30.0
finish,383,0.000198,1.77,2350,30.0
No activity file was given, so power comes from the tool's default toggle rates.
